===== ./run.sh =====
#!/bin/bash
# OpenROAD 26Q1-2900-gdf79404cd8, Yosys 0.63+post, stock flow scripts
make -C /OpenROAD-flow-scripts/flow DESIGN_CONFIG=/design/flow/config.mk WORK_HOME=/design/flow/orfs finish

===== ./config.mk =====
export PLATFORM = sky130hd
export DESIGN_NAME = button_counter
export DESIGN_NICKNAME = button_counter
export VERILOG_FILES = /design/flow/design.v
export SDC_FILE = /design/flow/constraint.sdc
export NUM_CORES = 4
export LEC_CHECK = 1
export CORE_UTILIZATION = 50

===== ./constraint.sdc =====
current_design button_counter

set clk_period 15.5
set clk_io_pct 0.2

create_clock -name clk0 -period $clk_period [get_ports {clock}]

set non_clock_inputs [all_inputs -no_clocks]
set_input_delay [expr $clk_period * $clk_io_pct] -clock clk0 $non_clock_inputs
set_output_delay [expr $clk_period * $clk_io_pct] -clock clk0 [all_outputs]

===== ./design.v =====
module button_counter(
    input      clock,
    input      [3:0] pmod,
    output reg [4:0] led
);
    reg div_clock;
    reg[27:0] counter = 28'd0;
    parameter DIVISOR = 28'd4000000;
    parameter HALF_DIVISOR = DIVISOR / 2;
    always @(posedge clock) begin
        counter <= (counter + 28'd1) % DIVISOR;
        div_clock <= (counter < HALF_DIVISOR) ? 1'b1 : 1'b0;
    end
    wire reset;
    assign reset = ~pmod[0];
    always @ (posedge div_clock or posedge reset) begin
        if (reset == 1'b1) begin
            led <= 5'b0;
        end else begin
            led <= led + 1'b1;
        end
    end
endmodule

==> impl_metrics.yaml <==
# generated from flow reports
grt:
  grt_pass1_wl_mm: 25.5
  gr-total-overflow: 0
  grt_antenna_before_repair: 0
  grt_usage_pct: 29.1
  grt_max_degree: 20
  grt_pass1_vias: 4918
worst_setup_path:
  cp-start-kind: "flop"
  crit_required_ps: 15660
  cp_slowest_stage_delay_ps: 740
  critPathSlowestCell: "o311ai_1"
  critPathKind: "reg2reg"
  cp.arrival_ps: 10420
  critPathCaptureType: "flop"
  cpMostUsedCell: "a21oi_2"
  worstPathMaxFanout: 19
timing:
  slew_viol_final: 0
  setup_ws_ps: 5240
  fmax_mhz: 97.5
  worst_pin_slew_ps: 836
  finalCritPeriodShare_pct: 66.2
  untimed_endpoints: 10
  holdWs_ps: 433
  grt_setup_unrepaired: "false"
  min_period_ps: 10260
  skew_ps: 5.67
  unclocked_regs: 5
  finalHoldViolCount: 0
  max-slew-margin-rel_pct: 43.4
  finalSetupViolations: 0
  tns_ps: 0
logic_synthesis:
  avgSynthCellArea_um2: 7.55
  simple_gate_area_share_pct: 33.0
  ys.flops: 34
  synth_async_sr_flop_share_pct: 14.7
  synth_warnings: 1
  synth.most_common_cell: "xnor2_1"
  yosys-stat-area_mm2: 0.00529
  adder_share_pct: 1.49
  synth_cells: 701
  topCellsByArea: "dfxtp_1, xnor2_1, xor2_1"
  flop_cell: "dfxtp_1"
  yosysCellCount: 701
  yosys.area_share.aoi_pct: 31.5
  synth-edff-count: 0
  netlist_top_cells_count: "xnor2_1, nand2_1, nor2_1"
  muxShareOfSynthArea_pct: 3.55
  netlist_area_mm2: 0.00529
  xor_area_share_pct: 14.7
  synth_cell_types: 112
  logic_family: "simple AND/OR/NAND/NOR gates"
  top_area_share_pct: 11.0
  yosysTopAreaCell: "dfxtp_1"
  ys_seq_share_pct: 13.3
drt:
  vias: 5458
  wire_per_inst_um: 18.2
  drt_iter0_markers: 480
  drc: 0
  via_per_inst: 6.51
  final_antenna_net_count: 0
  n_antenna_cell: 0
  wirelength_mm: 15.3
  first_pass_iters: 5
cts:
  cts.reportedPaths.clkPinSlew_ps: 60
  cts_resized: 0
  cts-root-buf: "clkbuf_8"
  cts_tree: "done"
  cts_buffers: 5
  clk_latency_ps: 270
  cts.hold.buffers_added: 0
  post-cts-setup-buffers: 0
  clockBufferDepth: 2
  h-tree-depth: 2
placement:
  dpl_worst_slack_ps: 5420
  portBuffers: 6
  finalWeightedCongestion: 0.974
  post-dp-hpwl_mm: 12.4
  placed_cells_incl_taps: 831
status:
  status: "finished, final reports clean"
floorplan:
  coreArea_mm2: 0.0103
  initCoreUtil_pct: 51.5
  die_h_um: 105
  chipWidth_um: 105
  io_pins: 10
  rows: 37
  chip_area_mm2: 0.0110
worst_hold_path:
  min_path_type: "reg2reg"
cells_and_area:
  finalNonFillerCells: 838
  num-fill-cells: 987
  area_growth_pct: 5.08
  final_layout_size_suffix_gt1_share_pct: 11.4
job:
  max_cap_viol_count: 0
  warnings: 29
## registers in the layout, indices dropped and copies added, names as in the netlist
name	flops
counter	28
div_clock	1
led	5
## stage by stage
step	util [%]	area (um^2)
global placement	53.1	5460
finish	54.1	5560
global route	54.1	5560
detailed placement	53.1	5460
floorplan	-	5310
CTS	54.1	5560
## cell type report
cell class / count / area, um^2 / share of cell area, %
multi-input cells: 646 / 4480 / 80.5
flip-flops and latches: 34 / 706 / 12.7
well taps: 136 / 170 / 3.06
repair buffers: 9 / 82.6 / 1.48
clock buffers: 5 / 68.8 / 1.24
clock inverters: 2 / 35.0 / 0.630
inverters: 6 / 22.5 / 0.405
## cells in the final DEF, fill, tap and decap left out, types with 11 or more instances in the layout
cell	count
a21oi_1	37
a31oi_1	21
and3_1	17
dfxtp_1	29
nand2_1	58
nand3_1	40
nand4_1	23
nor2_1	58
nor3_1	22
nor4_1	11
o21ai_0	24
xnor2_1	60
xor2_1	25
## metal layers
metal | vias to the layer above | track usage, % | share of wire, %
met3 | 23 | 2.99 | 6.8
met5 | - | 0 | 0
met1 | 2518 | 45.4 | 48
met4 | 0 | 5.53 | 2.1
li1 | 2721 | - | -
met2 | 196 | 44.0 | 43
## worst paths after layout
| kind | endpoint | cells after the start | slack, ps | start |
|---|---|---|---|---|
| min | counter[0] | 1 | 430 | counter[0] |
| max reg2reg | counter[13] | 31 | 5240 | counter[3] |
| max | counter[13] | 31 | 5240 | counter[3] |
| min reg2reg | counter[0] | 1 | 430 | counter[0] |
## worst max-delay path: cells and delay by family (launching register included)
family / cells / cell delay [ps]
flops: 1 / 430
xor+xnor: 1 / 580
simple gates: 10 / 2770
mux: 3 / 1060
buf+inv: 1 / 200
compound gates: 16 / 5060
## cells by family (layout without fill, tap and decap cells)
family / Yosys count / after routing
multiplexers: 16 / 16
XOR/XNOR: 87 / 87
buffers and inverters: 26 / 22
AND/OR/NAND/NOR: 312 / 312
AND-OR/OR-AND: 218 / 218
flip-flops: 34 / 34
adder cells (fa/ha/maj): 7 / 7
other: 1 / 6
