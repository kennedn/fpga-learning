--- design/flow/config.mk ---
export PLATFORM = sky130hd
export DESIGN_NAME = top
export DESIGN_NICKNAME = top
export VERILOG_FILES = /design/flow/design.v
export SDC_FILE = /design/flow/constraint.sdc
export NUM_CORES = 4
export LEC_CHECK = 1
export CORE_UTILIZATION = 30
--- design/flow/constraint.sdc ---
current_design top

set clk_period 10.4
set clk_io_pct 0.2

create_clock -name clk0 -period $clk_period [get_ports {clock}]

set non_clock_inputs [all_inputs -no_clocks]
set_input_delay [expr $clk_period * $clk_io_pct] -clock clk0 $non_clock_inputs
set_output_delay [expr $clk_period * $clk_io_pct] -clock clk0 [all_outputs]
--- design/flow/run.sh ---
#!/bin/bash
# OpenROAD 26Q1-2900-gdf79404cd8, Yosys 0.63+post, stock flow scripts
make -C /OpenROAD-flow-scripts/flow DESIGN_CONFIG=/design/flow/config.mk WORK_HOME=/design/flow/orfs finish
--- design/flow/design.v ---
module clock_divider #(
    parameter [5:0]  COUNT_WIDTH = 24,
    parameter [COUNT_WIDTH:0] DIVISOR = 6000000
)(
    input clock,
    input reset,
    output reg out
);
    localparam DOUBLE_DIVISOR  = DIVISOR * 2;
    reg [COUNT_WIDTH:0] counter = 0;
    always @(posedge clock) begin
        if (reset == 1'b1) begin
            counter <= 0;
            out <= 1'b0;
        end else begin
            counter <= ((counter + 1) % DOUBLE_DIVISOR);
            out <= (counter < DIVISOR) ? 1'b1 : 1'b0;
        end
    end
endmodule
module top(
    input clock,
    input reset,
    output [4:0] led
);
    wire reset_wire;
    assign reset_wire = ~reset;
    wire divider_1_out;
    clock_divider divider_1 (
        .clock(clock),
        .reset(~reset),
        .out(divider_1_out)
    );
    clock_divider #(.DIVISOR(3000000)) divider_2 (
        .clock(clock),
        .reset(~reset),
        .out(led[4])
    );
    assign led[3:0] = {5{divider_1_out}};
endmodule
==> qor.yml <==
status: "finished, final reports clean"
ys_seq_share_pct: 18.9
cts_buffer_depth: 2
required_ns: 10.59
wl_um: 15100
dp_hpwl_um: 11100
die_h_um: 137
arrival_ns: 7.03
tns_ns: 0
hold_buffers: 0
r2r_start: "divider_2.counter[9]"
viasPerCell: 5.69
warnings: 28
post-cts-setup-buffer-count: 0
ff_type: "dfxtp_1"
antenna_found_initial: 0
numSynthFlops: 52
hp-start: "divider_1.counter[0]"
leakagePower_nw: 1.89
powerDensity_nw_per_um2: 209
fmaxAchievable_mhz: 146
cts_tree: "done"
cap_violations: 0
ff2ff_path_depth: 17
num_antenna_cells: 0
ys_warn_count: 2
syn_to_final_growth_pct: 5.32
netSwitchingFraction_pct: 49.1
num_rows: 49
whs_endpoint: "divider_1.counter[0]"
syn_area_um2: 5500
cts_made_buffers: 5
grt_pass1_wl_um: 25100
cts_resized: 0
relSlewSlack_pct: 42.9
grt_pass1_vias: 4961
synthCells: 768
reg2reg_to: "divider_2.counter[13]"
clock.latency.late_pin_ns: 0.30
ys_cells: 768
peakVddDrop_mv: 0.0845
p_int_w: 0.000618
pwr-share-seq_pct: 28.4
drc: 0
drv_slew: 0
worst_pin_slew_ns: 0.856
drt_iter0_drc: 470
startpoint_type: "flop"
final_cell_area_um2: 5790
drive_above_1_share_pct: 6.08
net-switching-power_w: 0.000595
path_class: "reg -> reg"
combPwrFrac_pct: 57.5
endpoint_kind: "flop"
path_clk_slew_ns: 0.08
grt.total_usage_pct: 16.8
layout_min_cycle_time_ns: 6.84
top_area_share_pct: 18.9
numPortBuffers: 6
yosysChipArea_um2: 5500
async_flop_share_pct: 0
io_pins: 7
top_area_cell: "dfxtp_1"
post_synth_num_cell_types: 83
grt_max_degree: 44
postRouteAntennaNets: 0
clock_skew_ns: 0.00846
finalCritPeriodShare_pct: 65.8
crit_fanout: 19
hold_violations: 0
cts_htree_levels: 2
firstDrtPassIters: 5
vias: 5515
clock-sinks: 52
area_leaders: "dfxtp_1 (19%), xnor2_1 (7.8%), nor2_1 (6.4%), nand2_1 (5.1%), xor2_1 (4.3%)"
wl_per_cell_um: 15.6
fp.dieArea_um2: 18900
die_x_um: 137
whs_path_depth: 1
p_clk_share_pct: 14.1
placed_area_um2: 5650
place_congestion: 0.939
fp_util_pct: 30.6
synth.avg_cell_area_um2: 7.16
synth-edff-count: 0
core_area_um2: 18000
grt-ovfl-total: 0
min_path_type: "reg -> reg"
hold_slack_ns: 0.473
rsz0062_at_grt: "false"
rrSetupSlack_ns: 3.56
clock-root-buffer: "clkbuf_16"
setup_violations: 0
[layout by cell type, fill, tap and decap left out, drive strengths merged, types with 13 or more instances in the layout]
| master | instances |
|---|---|
| o21ai | 34 |
| dfxtp | 52 |
| nor2 | 94 |
| nand3 | 32 |
| xor2 | 28 |
| nand4 | 26 |
| and2 | 17 |
| a21oi | 42 |
| nand2 | 76 |
| xnor2 | 49 |
| inv | 13 |
| nor3 | 30 |
[synthesized netlist by cell type (4+ instances only)]
library cell and instances:
nand3_1 32, a211oi_1 9, ha_1 4, buf_4 8, o31ai_1 10, mux2i_1 9
or2_2 9, inv_1 13, buf_2 11, mux2_2 4, a32oi_1 4, a31o_2 4
xor2_1 27, xnor2_1 49, nor2b_1 6, nand3b_1 4, nand4_1 24, and2_1 16
a31oi_1 7, o211ai_1 11, nor3_1 30, o21a_1 8, nand2b_1 7, o21ai_0 31
o22ai_1 10, a21o_1 6, o31a_1 8, or3_1 6, nor2_1 94, nor4_1 11
clkbuf_1 25, and4_1 10, a21boi_0 6, or4_1 6, nand2_1 74, a21oi_1 39
and3_1 11, a221oi_1 4, dfxtp_1 52
[power by group through the flow]
stage	Clock, W	Sequential (W)	Combinational (W)
finish	0.000171	0.000345	0.000697
global route	0.000184	0.000354	0.000768
CTS	0.000177	0.000342	0.000688
[critical path: stages (launching register included)]
cell	delay [ns]
dfxtp_1	0.53
and2_1	0.25
nand4_1	0.37
nor3_1	0.31
xor2_1	0.26
or4_1	0.58
nand2b_1	0.36
a21oi_2	0.27
mux2i_1	0.41
nor2b_1	0.54
a21o_1	0.23
and2_1	0.59
mux2i_1	0.54
nand4_1	0.19
a21boi_2	0.38
a31o_2	0.41
or3_1	0.18
mux2_1	0.32
[routing by layer]
layer  track usage, %  vias to the layer above  wire [µm]
li1                 -                     2780          -
met1             24.3                     2500       7070
met2             26.7                      203       6770
met3             1.58                       32        867
met4             4.40                        0        369
met5                0                        -          0
[worst max path at each step]
stage,start,cells after the start,endpoint,slack (ns)
4_1_cts,divider_2.counter[9],17,divider_2.counter[13],3.74
5_1_grt,divider_2.counter[0],18,divider_2.counter[13],2.99
6_report,divider_2.counter[9],17,divider_2.counter[13],3.56
[cell families (layout without fill, tap and decap cells)]
| group | count (synthesis) | count (layout) | synth area share, % |
|---|---|---|---|
| mux | 14 | 14 | 2.66 |
| simple gates | 351 | 351 | 32.6 |
| buf+inv | 62 | 32 | 5.30 |
| compound gates | 206 | 206 | 26.8 |
| xor+xnor | 77 | 77 | 12.6 |
| other cells | 1 | 3 | 0.0682 |
| fa+ha+maj | 5 | 5 | 1.09 |
| flops | 52 | 52 | 18.9 |
[metrics by stage]
step,total power (W),utilization (%),instances,setup WS [ns]
after floorplan,0.000896,-,770,5.28
after global placement,0.00104,31.4,961,3.97
after detailed placement,0.00103,31.4,961,3.76
after CTS,0.00121,32.2,969,3.74
after global routing,0.00131,32.2,969,2.99
final,0.00121,32.2,969,3.56
[final cells by class]
type                       instances  area (µm²)
fill                            1914       12200
multi-input combinational        656        4180
sequential                        52        1040
tap                              229         287
clock buffer                       5         125
timing repair buffer              11        97.6
inverter                          13        48.8
clock inverter                     3        18.8
[state kept, by name, summed over array words and instances (netlist names)]
name,cells
divider_1.out,1
divider_2.counter,25
divider_1.counter,25
divider_2.out,1
Power is estimated from default activity; no workload was simulated.
