### run.sh
#!/bin/bash
# OpenROAD 26Q1-2900-gdf79404cd8, Yosys 0.63+post, stock flow scripts
make -C /OpenROAD-flow-scripts/flow DESIGN_CONFIG=/design/flow/config.mk WORK_HOME=/design/flow/orfs finish
### config.mk
export PLATFORM = sky130hd
export DESIGN_NAME = button_counter_debounce
export DESIGN_NICKNAME = button_counter_debounce
export VERILOG_FILES = /design/flow/design.v
export SDC_FILE = /design/flow/constraint.sdc
export NUM_CORES = 4
export LEC_CHECK = 1
export CORE_UTILIZATION = 40
### constraint.sdc
current_design button_counter_debounce

set clk_period 21.6
set clk_io_pct 0.2

create_clock -name clk0 -period $clk_period [get_ports {clock}]

set non_clock_inputs [all_inputs -no_clocks]
set_input_delay [expr $clk_period * $clk_io_pct] -clock clk0 $non_clock_inputs
set_output_delay [expr $clk_period * $clk_io_pct] -clock clk0 [all_outputs]
### design.v
module button_counter_debounce #(
    parameter DIVISOR = 24'd120000
)(
    input            clock,
    input      [1:0] pmod,
    output reg [4:0] led
);
    wire reset;
    wire button;
    assign reset = ~pmod[0];
    assign button = ~pmod[1];
    localparam STATE_IDLE = 2'd0;
    localparam STATE_PRESSED = 2'd1;
    localparam STATE_DONE = 2'd2;
    localparam DOUBLE_DIVISOR        = DIVISOR * 2;
    reg        state;
    reg        div_clock;
    reg [23:0] clock_counter;
    reg        led_done;
    always @(posedge clock or posedge reset) begin
        if (reset == 1'b1) begin
            clock_counter <= 24'b0;
        end else begin
            clock_counter <= (clock_counter + 1) % DOUBLE_DIVISOR;
            div_clock <= (clock_counter < DIVISOR) ? 1'b1: 1'b0;
        end
    end
    always @ (posedge div_clock or posedge reset) begin
        if (reset == 1'b1) begin
            state <= STATE_IDLE;
        end else begin
            case (state)
                STATE_IDLE: if (button == 1'b1) state <= STATE_PRESSED;
                STATE_PRESSED: if (button == 1'b0) state <= STATE_IDLE;
                default: state <= STATE_IDLE;
            endcase
        end
    end
    always @ (posedge clock or posedge reset) begin
        if (reset == 1'b1) begin
            led <= 5'b0;
            led_done <= 1'b0;
        end else begin   
            if (state == STATE_PRESSED && !led_done) begin
                led_done <= 1'b1;
                led <= led + 1'b1;
            end else if(state == STATE_IDLE) begin
                led_done <= 1'b0;
            end
        end
    end
endmodule
==> flow_summary.yaml <==
# implementation run metrics
worst_setup_path:
  critPathMaxFanout: 13
  cp.required_ps: 21790
  cp_slowest_cell: "o21ai_1"
  critPathKind: "reg2reg"
  arrival_ps: 11140
  crit_path_end_kind: "flop"
  start_kind: "flop"
  critical_path.max_stage_delay_ps: 780
synthesis:
  common_cells: "nand2_1 (66), nor2_1 (56), xnor2_1 (55), a21oi_1 (41), nand3_1 (34)"
  yosys_cells: 725
  ys_area_um2: 5543
  netlist_instances: 725
  edf_count: 1
  yosysSeqAreaShare_pct: 14.54
  top_cells_by_area: "dfrtp_1 (14%), xnor2_1 (8.7%), nand2_1 (4.5%)"
  synth.largest_area_cell: "dfrtp_1"
  synth.avg_cell_area_um2: 7.645
  yosys_warnings: 1
  ys.flop_type: "dfrtp_1"
  synthMostInstantiatedCell: "nand2_1"
  synthDistinctLibCells: 105
  yosys.area.top_type_share_pct: 14.00
  synthArstFlopShare_pct: 96.88
  synthesis.area_um2: 5543
  ys_ff: 32
sta:
  fin_crit_sh_pct: 50.74
  relSlewSlack_pct: 36.52
  drv_slew: 0
  hold_violations: 0
  timing.final.crit_period_ps: 10960
  setup_slack_ps: 10640
  setup_tns_ps: 0
  rsz0062_at_grt: "no"
  worstMarginPinSlew_ps: 945.8
  whs_ps: 470.2
  unclocked_pins: 1
  max_freq_ghz: 0.09124
  skew_ps: 2.343
  untimed_endpoints: 2
  setup_viol: 0
clock_tree:
  cts_resized: 0
  hold_buffers: 0
  clk_pin_slew_ps: 50
  cts_setup_buffers: 0
  clkLatencyLatePin_ps: 270
  htreeDepth: 2
  cts-root-buf: "clkbuf_16"
  cts_tree: "yes"
  clockBufferDepth: 2
  cts_buffers: 5
job:
  max_cap_violations: 0
  tool_warnings: 26
cells_and_area:
  fill_cells: 1298
  area_growth_pct: 6.388
  drive_gt1_share_pct: 9.763
die:
  coreArea_um2: 13400
  chip_area_um2: 14330
  placementRows: 42
  die_x_um: 119.7
  chipHeight_um: 119.7
  io-pin-count: 8
  initCoreUtil_pct: 41.36
route:
  wire_per_inst_um: 17.55
  vias: 5700
  ant_nets: 0
  via_per_inst: 6.383
  diodes: 0
  drtIter0Drc: 510
  drc: 0
  dr.pass1.iters: 6
  wl_mm: 15.67
global_routing:
  overflow: 0
  gr-usage-all-layers_pct: 22.95
  antenna_found_initial: 0
  grt_max_degree: 33
  grt_pass1_vias: 5174
  grt_pass1_wl_mm: 26.50
place:
  numPortBuffers: 7
  pre_cts_slack_ps: 10950
  dp.final_hpwl_mm: 12.08
  gp_congestion: 1.051
run_status:
  status: "completed"
worst_hold_path:
  hp-class: "reg2reg"
cell families after synthesis:
| logic type | share of synthesized area (%) |
|---|---|
| multiplexers | 3.679 |
| flip-flops | 14.54 |
| AND/OR/NAND/NOR | 30.79 |
| other | 0.06766 |
| XOR/XNOR | 13.57 |
| buffers and inverters | 3.634 |
| adder cells (fa/ha/maj) | 1.038 |
| AND-OR/OR-AND | 32.69 |
final timing paths:
check / start / endpoint / cells past startpoint / slack [ps]
worst min-delay path: led[4]$_DFFE_PN0P_ / led[4]$_DFFE_PN0P_ / 1 / 470
worst max register to register: clock_counter[0]$_DFF_PN0_ / clock_counter[9]$_DFF_PN0_ / 30 / 10640
min in group asynchronous: pmod[0] / led_done$_DFFE_PN0P_ / 2 / 4440
worst max-delay path: clock_counter[0]$_DFF_PN0_ / clock_counter[9]$_DFF_PN0_ / 30 / 10640
max in group asynchronous: pmod[0] / clock_counter[16]$_DFF_PN0_ / 2 / 16880
worst min register to register: led[4]$_DFFE_PN0P_ / led[4]$_DFFE_PN0P_ / 1 / 470
cell type report:
type / count / area, µm² / area share, %
Tap cell: 176 / 220.2 / 3.734
Clock buffer: 8 / 156.4 / 2.652
Inverter: 10 / 37.54 / 0.6365
Sequential cell: 32 / 805.8 / 13.66
Timing Repair Buffer: 14 / 122.6 / 2.079
Multi-Input combinational cell: 653 / 4554 / 77.23
flip-flops by register name (all words and copies together) (netlist names):
name,cells
led_done,1
state,1
clock_counter,24
div_clock,1
led,5
cell usage in the layout (no fill, tap or decap), types with 7 or more instances in the layout:
cell | Yosys | routed
nor3_1 | 27 | 27
dfrtp_1 | 31 | 31
inv_1 | 10 | 10
o22ai_1 | 11 | 11
and3_1 | 12 | 12
and2_1 | 13 | 13
nor2_1 | 56 | 56
or3_1 | 7 | 7
nand4_1 | 24 | 24
o211ai_1 | 15 | 15
a21o_1 | 7 | 7
o21ai_1 | 8 | 8
nand2_1 | 66 | 66
o21a_1 | 12 | 12
nand3_1 | 34 | 34
xnor2_1 | 55 | 55
a21oi_1 | 41 | 41
xor2_1 | 16 | 16
buf_4 | 0 | 7
o21ai_0 | 30 | 30
a211oi_1 | 9 | 9
nor4_1 | 11 | 11
a31oi_1 | 15 | 15
clkdlybuf4s50_1 | 0 | 7
mux2i_1 | 13 | 13
metrics by stage:
step / utilization [%] / instance area [µm²] / std cells
2_1_floorplan: - / 5562 / 730
3_3_place_gp: 42.84 / 5741 / 885
3_5_place_dp: 42.84 / 5741 / 885
4_1_cts: 44.01 / 5897 / 893
5_1_grt: 44.01 / 5897 / 893
6_report: 44.01 / 5897 / 893
routing by layer:
metal  wire [µm]  vias to the layer above  track usage, %
met4         259                        0           4.609
met5           0                        -               0
li1            -                     2774               -
met1        7582                     2653           36.49
met2        6743                      241           33.89
met3        1088                       32           2.282
critical path, delay by kind of cell (launching register included):
family / cells / cell delay (ps)
muxes: 3 / 850
xor gates and xnor gates: 4 / 1440
AOI/OAI and AO/OA: 12 / 4240
adders and majority gates: 1 / 460
and+or+nand+nor: 10 / 3400
DFF: 1 / 460
